**/design/flow/constraint.sdc**
```tcl
current_design reg_file

set clk_period 7.3
set clk_io_pct 0.2

create_clock -name clk0 -period $clk_period [get_ports {clk}]

set non_clock_inputs [all_inputs -no_clocks]
set_input_delay [expr $clk_period * $clk_io_pct] -clock clk0 $non_clock_inputs
set_output_delay [expr $clk_period * $clk_io_pct] -clock clk0 [all_outputs]
```
**/design/flow/config.mk**
```make
export PLATFORM = sky130hd
export DESIGN_NAME = reg_file
export DESIGN_NICKNAME = reg_file
export VERILOG_FILES = /design/flow/design.v
export SDC_FILE = /design/flow/constraint.sdc
export NUM_CORES = 4
export LEC_CHECK = 1
export CORE_UTILIZATION = 40
```
**/design/flow/run.sh**
```bash
#!/bin/bash
# OpenROAD 26Q1-2900-gdf79404cd8, Yosys 0.63+post, stock flow scripts
make -C /OpenROAD-flow-scripts/flow DESIGN_CONFIG=/design/flow/config.mk WORK_HOME=/design/flow/orfs finish
```
**/design/flow/design.v**
```verilog
`timescale 1ns/100ps
module reg_file(
   input clk,
   input write,
   input [4:0] WR,
   input [31:0] WD,
   input [4:0] RR1,
   input [4:0] RR2,
   output [31:0] RD1,
   output [31:0] RD2
);
   reg [31:0] rf_data [0:31];
   assign #2 RD1 = rf_data[ RR1 ];
   assign #2 RD2 = rf_data[ RR2 ];
   always @(posedge clk) begin
      if(write) begin
         rf_data[ WR ] <= #0.1 WD;
      end
      rf_data[0] <= #0.1 32'h00000000;
   end
endmodule	
```
==> impl_metrics.tcl <==
# collected from the flow reports
set metrics [dict create \
    pre_cts_ws_ns 1.24 \
    fin_crit_ns 6.03 \
    setup_viol 0 \
    dp_hpwl_um 82900 \
    fin_tns_setup_ns 0 \
    clock-sinks 992 \
    fp_util_pct 40.3 \
    seq_area_frac_synth_pct 64.6 \
    antenna_found_initial 3 \
    crit_required_ns 5.84 \
    crit_path_cell_trace "buf_4, buf_4, nand2b_2, buf_4, o22ai_1, a211oi_1, o31ai_1, clkdlybuf4s50_1" \
    rows 124 \
    grt.total_usage_pct 27.1 \
    avgSynthCellArea_sq_um 18.8 \
    hold_class "in -> reg" \
    ys_cells 2447 \
    maxCapViolations 0 \
    cts_buffers 105 \
    critPathMostFrequentCell "buf_4" \
    chipArea_sq_um 117000 \
    yosys_warnings 1 \
    warnings 25 \
    place_area_sq_um 49400 \
    yosysUniqueCellTypes 26 \
    top_register "rf_data" \
    path_class "in -> out" \
    final_antenna_net_count 0 \
    leakage_uw 0.0170 \
    first_pass_iters 7 \
    largest_reg_flops 992 \
    first_global_vias 30200 \
    outcome "complete, no violations" \
    cts_root_buffer "clkbuf_16" \
    cts_max_level 3 \
    hold_viol 0 \
    synthCells 2447 \
    power_uw 12800 \
    worstPathMaxFanout 29 \
    cts_tree "done" \
    startpoint_type "input pin" \
    wl_per_cell_um 34.0 \
    finalInstanceArea_sq_um 52800 \
    io_buffers 112 \
    postCtsHoldBufs 0 \
    power_density_nw_per_um2 243 \
    synth_flops 992 \
    place.gp.congestion 0.918 \
    drive_gt1_share_pct 29.6 \
    syn_area_sq_um 46100 \
    area_leaders "edfxtp_1 65%, mux4_2 19%, a22o_1 3.6%" \
    coreArea_sq_um 114000 \
    ys_chip_area_sq_um 46100 \
    crit_path_end_kind "primary output" \
    grt_max_degree 78 \
    reg_top3 "rf_data x992" \
    whs_ns 1.60 \
    worstMarginPinSlew_ns 1.02 \
    max_clock_freq_mhz 166 \
    netlist.area_leader.share_pct 64.6 \
    cp.buffers_inverters 4 \
    wl_um 142000 \
    max_stage_delay_ns 0.64 \
    io_pins 113 \
    area_growth_pct 14.6 \
    clk_path_buf_depth 3 \
    period_used_pct 82.6 \
    rsz0062_at_grt "no" \
    layout_top_cell "edfxtp_1" \
    cts.reportedPaths.clkPinSlew_ns 0.07 \
    diodes 0 \
    cp_slowest_cell "buf_4" \
    cts_resized 0 \
    critPathArrivalTime_ns 4.57 \
    die_w_um 341 \
    cts_setup_buffers 0 \
    vias_per_cell 6.37 \
    grt_pass1_wl_um 206000 \
    timing.final.ws_setup_ns 1.27 \
    drc 0 \
    relSlewSlack_pct 32.0 \
    vias 26600 \
    grt_overflow 0 \
    synth_top_cell_by_area "edfxtp_1" \
    final_cell_mix "992 x edfxtp_1, 384 x mux4_2, 192 x a22o_1" \
    slew_violations 0 \
    die_y_um 341 \
    drt-initial-drc-count 1747 \
    cp_top_family "buffers and inverters" \
    ir_drop_v 0.000188 \
]
==> where the power goes <==
part           internal [uW]  switching (uW)
registers               6340            28.6
logic                    503             665
clock network           3080            2220
==> kinds of logic (layout without fill, tap and decap cells) <==
family / count (synthesis) / after routing / synth area share, %
AND-OR/OR-AND: 448 / 448 / 7.30
buffers and inverters: 213 / 433 / 2.28
flip-flops: 992 / 992 / 64.6
multiplexers: 608 / 608 / 23.8
AND/OR/NAND/NOR: 186 / 186 / 2.00
==> stage by stage <==
step / util, % / instances
3_3_place_gp: 43.2 / 3984
6_report: 46.2 / 4179
5_1_grt: 46.2 / 4179
3_5_place_dp: 43.2 / 3984
4_1_cts: 46.2 / 4179
2_1_floorplan: - / 2447
==> path summary, 6_finish.rpt <==
kind / end / cells after the start / from
min: rf_data[29][26] / 2 / WD[26]
max: RD1[1] / 8 / RR1[1]
==> area by class of cell <==
cell class / count / area (sq um)
repair buffers: 236 / 2150
clock inverters: 75 / 664
fillers: 9217 / 61500
clock buffers: 120 / 2750
inverters: 2 / 7.51
well taps: 1512 / 1890
flip-flops and latches: 992 / 29800
multi-input cells: 1242 / 15600
==> cell usage after synthesis <==
master    instances
buf_6            14
a211oi_1         64
edfxtp_1        992
nor2b_1           6
nand2b_1          2
a22o_1          192
or3b_2            3
mux2i_1         160
or3_1             1
buf_2            46
and3_1           32
clkbuf_1        117
o22ai_1          64
inv_2             1
o21ai_1          64
o31ai_1          64
mux4_2          384
nand2_1          67
nand3b_1          5
nand3_1           2
nor2_1           34
and2_1           34
inv_1             1
buf_4            24
buf_1            10
mux2_2           64
==> layer usage <==
layer  part of all wire [%]  GRT usage (%)
met3                     19           22.6
met4                    3.4           7.00
met2                     46           39.1
met5                   0.26           2.86
met1                     31           30.6
Power is estimated from default activity; no workload was simulated.
